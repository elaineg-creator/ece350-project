File: ./config.mk
export PLATFORM = sky130hd
export DESIGN_NAME = mux_2_16
export DESIGN_NICKNAME = mux_2_16
export VERILOG_FILES = /design/flow/design.v
export SDC_FILE = /design/flow/constraint.sdc
export NUM_CORES = 4
export LEC_CHECK = 1
export CORE_AREA = 10 10 70 70
export DIE_AREA = 0 0 80 80
File: ./constraint.sdc
current_design mux_2_16

set clk_period 1.0
set clk_io_pct 0.2

create_clock -name clk0 -period $clk_period

set non_clock_inputs [all_inputs -no_clocks]
set_input_delay [expr $clk_period * $clk_io_pct] -clock clk0 $non_clock_inputs
set_output_delay [expr $clk_period * $clk_io_pct] -clock clk0 [all_outputs]
File: ./design.v
module mux_2_16(out, select, in0, in1);
    input select;
    input [15:0] in0, in1;
    output [15:0] out;
    assign out = select ? in1 : in0;
endmodule
File: ./run.sh
#!/bin/bash
# OpenROAD 26Q1-2900-gdf79404cd8, Yosys 0.63+post, stock flow scripts
make -C /OpenROAD-flow-scripts/flow DESIGN_CONFIG=/design/flow/config.mk WORK_HOME=/design/flow/orfs finish
==> flow_summary.json <==
{
  "power_density_nw_per_um2": 378.8,
  "ys_cells": 18,
  "criticalPathCategory": "primary input to primary output",
  "clock_buffers": 0,
  "crit_arrival_ns": 0.86,
  "startpoint_type": "primary input",
  "hold_slack_ns": 0.7936,
  "slew_headroom_pct": 95.27,
  "syn2layout_area_growth_pct": 219.1,
  "antenna_left": 0,
  "tool_warnings": 34,
  "globalRoute.totalOverflow": 0,
  "core-area_um2": 3416,
  "status": "finished with violations",
  "finalSetupTns_ns": -0.8165,
  "power_frac_clock_pct": 0,
  "tightestPinTransition_ns": 0.07103,
  "dp_cells": 112,
  "drive_gt1_share_pct": 52.24,
  "violations": "negative setup slack",
  "netlist_top_cells_count": "mux2_4 (10), mux2_2 (6), buf_12 (1), buf_6 (1)",
  "ctsHoldBuffers": 0,
  "groute.usage.overall_pct": 4.202,
  "synth.avg_cell_area_um2": 13.83,
  "power.total_uw": 300.9,
  "rows": 21,
  "yosysChipArea_um2": 249.0,
  "die_h_um": 80,
  "gp_congestion": 0.8145,
  "finalCriticalPeriod_ns": 1.056,
  "p_switching_uw": 67.44,
  "antenna_found_initial": 0,
  "hold_viol_final": 0,
  "min_path_type": "primary input to primary output",
  "cp.required_ns": 0.80,
  "p_int_uw": 233.5,
  "vias": 359,
  "swShare_pct": 22.41,
  "via_per_inst": 3.177,
  "p_comb_share_pct": 100.0,
  "rsz0062_at_grt": "yes",
  "path_max_fanout": 8,
  "ys_seq_share_pct": 0,
  "finalSetupViolCount": 16,
  "grt_max_degree": 9,
  "die_w_um": 80,
  "drt_iter0_markers": 2,
  "seq_cell_count": 0,
  "share_seq_of_total_power_pct": 0,
  "cts_setup_buffers": 0,
  "drv_slew": 0,
  "syn_area_um2": 249.0,
  "hpwl_mm": 1.222,
  "grt_pass1_wl_mm": 2.187,
  "first_global_vias": 430,
  "drc_errors": 0,
  "leakagePower_nw": 0.4174,
  "peakVddDrop_mv": 0.1506,
  "top_area_cell": "mux2_4",
  "fill_cells": 374,
  "fmax_mhz": 946.6,
  "finalCritPeriodShare_pct": 105.6,
  "fin_ws_ns": -0.05644,
  "diodes": 0,
  "dp_slack_ns": -0.8529,
  "cap_violations": 0,
  "portBuffers": 49,
  "synth_warnings": 0,
  "synth_cells": 18,
  "wirelength_mm": 1.405,
  "netlist.area_leader.share_pct": 60.30,
  "area_leaders": "mux2_4 (60%), mux2_2 (27%), buf_12 (8.0%)",
  "chipArea_um2": 6400,
  "wl_per_cell_um": 12.43,
  "synth_cell_types": 4,
  "layout.cells.non_filler": 113,
  "first_pass_iters": 2,
  "end_kind": "primary output",
  "post-synth-top-count-cell": "mux2_4",
  "io_pins": 49,
  "fp_util_pct": 7.289,
  "regArea_um2": 0
}
-- critical path: stages --
cell and delay, ns:
buf_12 0.11, buf_12 0.14, mux2_4 0.30, buf_6 0.11
-- stage by stage --
stage	util (%)	instance area (um^2)
finish	23.26	794.5
detailed placement	23.00	785.8
global placement	23.00	785.8
global route	23.26	794.5
CTS	22.34	763.2
floorplan	-	249.0
-- layer usage --
| metal | vias up | wire, um | global-route usage (%) |
|---|---|---|---|
| met4 | 0 | 0 | 0 |
| met5 | - | 0 | 0 |
| li1 | 167 | - | - |
| met1 | 143 | 738 | 6.394 |
| met2 | 49 | 337 | 4.494 |
| met3 | 0 | 329 | 3.295 |
-- cells in the final DEF (no fill, tap or decap) --
cell type,synthesis,routed
dlygate4sd2_1,0,32
mux2_4,10,16
buf_6,1,11
buf_2,0,5
buf_12,1,2
buf_16,0,1
-- logic make-up (layout without fill, tap and decap cells) --
family                 Yosys count  after routing  synth area share [%]
buffers and inverters            2             51                 12.56
multiplexers                    16             16                 87.43
-- final cells by class --
cell class	count	area, um^2	area share (%)
multi-input cells	16	240.2	30.24
well taps	46	57.56	7.244
repair buffers	51	496.7	62.52
-- repair_timing --
item                       CTS  global route
setup endpoints to repair   16            16
cloned                       1             0
resized                    102             5
-- path summary, 6_finish.rpt --
path | end | from | cells past startpoint
max | out[14] | select | 4
min | out[5] | in0[5] | 3
-- power groups by stage --
stage         Clock (mW)  Sequential [mW]  Combinational, mW
global route           0                0              0.326
CTS                    0                0              0.286
finish                 0                0              0.301
Power figures rest on the tool's default switching activity, not on a simulated workload.
